<file path="run.sh">
#!/bin/bash
# OpenROAD 26Q1-2900-gdf79404cd8, Yosys 0.63+post, stock flow scripts
make -C /OpenROAD-flow-scripts/flow DESIGN_CONFIG=/design/flow/config.mk WORK_HOME=/design/flow/orfs finish
</file>
<file path="config.mk">
export PLATFORM = sky130hd
export DESIGN_NAME = div
export DESIGN_NICKNAME = div
export VERILOG_FILES = /design/flow/design.v
export SDC_FILE = /design/flow/constraint.sdc
export NUM_CORES = 4
export LEC_CHECK = 1
export CORE_UTILIZATION = 30
</file>
<file path="constraint.sdc">
current_design div

set clk_period 8.2
set clk_io_pct 0.2

create_clock -name clk0 -period $clk_period [get_ports {clk}]

set non_clock_inputs [all_inputs -no_clocks]
set_input_delay [expr $clk_period * $clk_io_pct] -clock clk0 $non_clock_inputs
set_output_delay [expr $clk_period * $clk_io_pct] -clock clk0 [all_outputs]
</file>
<file path="design.v">
module div (
    input                                   clk,
    input                                   rst_n,
    input                                   signed_div_in,
    input[32-1:0]              dived_in,
    input[32-1:0]              div_in,
    input                                   div_start_in,
    input                                   div_cancel_in,
    output reg[64-1:0]      div_res_out,
    output reg                              div_ready_out
);
    wire[32:0]      div_tmp;  
    wire[32-1:0]    div_op1;
    wire[32-1:0]    div_op2;
    reg[5:0]                     div_cnt;
    reg[64:0]    divend;    
    reg[32-1:0]     divisor;
    reg[1:0]                     div_state;
    assign div_tmp = {1'b0,divend[63:32]} - {1'b0,divisor};
    assign div_op1 = (signed_div_in & dived_in[31])? (~dived_in+1'b1):(dived_in);
    assign div_op2 = (signed_div_in & div_in[31])? (~div_in+1'b1):(div_in);
    always @(posedge clk) begin
        if(!rst_n) begin
            div_state <= 2'b00;
            div_ready_out <= 0;
            div_res_out <= 0;
            div_cnt <= 0;
        end else begin
            case (div_state)
                2'b00: begin
                    if(div_start_in & !div_cancel_in) begin
                        if(div_in == 'h0) begin
                            div_state <= 2'b01;
                        end else begin
                            div_state <= 2'b10;
                            div_cnt <= 'h0;
                            divend <= {32'h0,div_op1,1'b0};
                            divisor<= div_op2;
                        end
                    end else begin
                        div_ready_out <= 0;
                        div_res_out <= 0;
                    end
                end 
                2'b01: begin
                    divend <= 'h0;
                    div_state <= 2'b11;
                end
                2'b10: begin
                    if(!div_cancel_in) begin
                        if(div_cnt < 6'b10_0000) begin
                            if(div_tmp[32] == 1'b1) begin 
                                divend <= {divend[63:0],1'b0};
                            end else begin
                                divend <= {div_tmp[31:0],divend[31:0],1'b1};
                            end
                            div_cnt <= div_cnt + 1;
                        end else begin  
                            if(signed_div_in & (dived_in[31] ^ div_in[31])) begin
                                divend[31:0] <= (~divend[31:0]+1'b1);
                            end
                            if(signed_div_in & (dived_in[31] ^ divend[64])) begin
                                divend[64:33] <= (~divend[64:33]+1'b1);
                            end
                            div_state <= 2'b11;
                            div_cnt <= 'h0;
                        end 
                    end else begin  
                        div_state <= 2'b00;
                    end
                end
                2'b11: begin
                    if(!div_start_in) begin
                        div_res_out <= 0;
                        div_ready_out <= 0;
                        div_state <= 2'b00;
                    end else begin
                        div_res_out <= {divend[64:33],divend[31:0]};
                        div_ready_out <= 1;
                    end
                end
                default: begin
                    div_state <= 2'b00;
                    div_ready_out <= 0;
                    div_res_out <= 0;
                end
            endcase
        end
    end
endmodule
</file>
==> results.py <==
# Physical implementation metrics
metrics = {
    "sta": {
        "finalMaxSlewViolations": 0,
        "slew-limit-headroom_pct": 40.3,
        "hold_violations": 0,
        "min_period_over_period_pct": 57.0,
        "max_freq_ghz": 0.214,
        "rsz0062_at_grt": "false",
        "setup_tns_ps": 0,
        "period_minus_slack_ps": 4680,
        "setup_viol": 0,
        "tightest_slew_ps": 887,
        "finalClockSkew_ps": 10.2,
        "holdWs_ps": 482,
    },
    "synth": {
        "syn_area_um2": 11200,
        "synth-warning-count": 1,
        "edf_count": 97,
        "numSynthFlops": 172,
        "syn_inst": 1265,
        "ys_cells": 1265,
        "yosysUniqueCellTypes": 69,
        "ys_async_sr_fraction_pct": 0,
        "syn_area_per_cell_um2": 8.88,
        "ys_chip_area_um2": 11200,
        "yosysTopAreaCell": "edfxtp_1",
        "yosys.area.top_type_share_pct": 25.9,
        "postSynthSeqShare_pct": 39.3,
        "ys_top_cells_by_area": "edfxtp_1 26%, dfxtp_1 13%, xor2_1 5.0%",
        "flop_cell": "edfxtp_1",
    },
    "floorplan": {
        "die_h_um": 195,
        "boundaryPins": 134,
        "die_area_um2": 38200,
        "fp-row-count": 70,
        "fp.dieW_um": 195,
        "core_um2": 36700,
        "fp_util_pct": 30.6,
    },
    "worst_setup_path": {
        "r2r_slack_ps": 4340,
        "critical-path-top-delay-family": "simple AND/OR/NAND/NOR gates",
        "critPathSlowestCell": "nor4_1",
        "rr_endpoint": "divend[40]",
        "crit_required_ps": 8530,
        "critPathMaxStageDelay_ps": 600,
        "crit_chain": "clkdlybuf4s50_1, inv_1, ha_1, or3b_2, nor4_1, nand4_1, o21bai_1, a21oi_1, nand3_1, o21ai_0, and2_1",
        "end_kind": "flop",
        "reg2regPathDepth": 13,
        "crit_buf_inv": 2,
        "critPathLaunchType": "input port",
        "arrival_ps": 5010,
        "r2r-start": "divend[32]",
        "cp_max_fo": 12,
        "critical_path_class": "input port to flop",
    },
    "global_route": {
        "antenna_found_initial": 0,
        "grt_use_total_pct": 16.8,
        "globalRoute.totalOverflow": 0,
        "grt_pass1_vias": 9103,
        "grt_max_degree": 78,
        "grt_first_pass_wirelength_mm": 49.9,
    },
    "layout": {
        "fill_cells": 3593,
        "drive_gt1_share_pct": 4.81,
        "areaGrowthSynthToFinish_pct": 20.9,
        "layout.cells.non_filler": 1841,
        "fin_util_pct": 37.0,
    },
    "detailed_routing": {
        "drtIter0Drc": 595,
        "top_layer": "met4",
        "vias_per_cell": 5.24,
        "drc_errors": 0,
        "dr_wl_met2_mm": 14.6,
        "wl_met3_mm": 1.77,
        "wl_per_cell_um": 17.2,
        "first_pass_iters": 5,
        "wl_mm": 31.7,
        "drtAntennaViolNets": 0,
        "num_vias": 9653,
        "antenna_cells": 0,
        "drt-met1-wl_mm": 14.9,
    },
    "flow_run": {
        "drv_cap": 0,
        "log.warning_count": 25,
    },
    "min_path": {
        "min_from": "div_cnt[1]",
        "min_path_cells": 2,
        "holdCritPathClass": "flop to flop",
        "hold_end": "div_cnt[1]",
    },
    "placement": {
        "gp_congestion": 0.908,
        "dp_cells": 1809,
        "hpwl_mm": 22.8,
        "port_buffers": 133,
    },
    "clock_tree": {
        "clkSinkCount": 172,
        "insertion_delay_ps": 440,
        "cts_tree": "yes",
        "clockBufferDepth": 2,
        "ctsRootBufferMaster": "clkbuf_16",
        "numCtsBuffers": 17,
        "clk_pin_slew_worst_paths_ps": 70,
        "cts_hold_buffers": 0,
        "post_cts_buffers": 0,
        "post_cts_resized": 0,
        "htreeDepth": 4,
    },
    "power": {
        "p_leak_nw": 4.66,
        "power_density_nw_per_um2": 150,
        "p_total_mw": 2.04,
        "ir_drop_uv": 154,
    },
    "status": {
        "outcome": "finished, final reports clean",
    },
}
[Yosys cell counts, types with 18 or more instances]
| cell type | instances |
|---|---|
| nor4_1 | 18 |
| a21oi_1 | 73 |
| edfxtp_1 | 97 |
| xnor2_1 | 61 |
| a22oi_1 | 73 |
| nor2b_1 | 78 |
| nand3_1 | 18 |
| ha_1 | 37 |
| o21ai_0 | 74 |
| mux2i_1 | 28 |
| nor3_1 | 32 |
| inv_1 | 55 |
| clkbuf_1 | 51 |
| xor2_1 | 64 |
| o22ai_1 | 35 |
| dfxtp_1 | 75 |
| nor2_1 | 87 |
| nand2_1 | 101 |
[cell families (layout without fill, tap and decap cells)]
kind of cell,after synthesis,count (layout),share of synthesized area [%]
and+or+nand+nor,416,416,19.0
adders and majority gates,38,38,4.30
AOI/OAI and AO/OA,358,358,20.5
muxes,30,30,2.70
DFF,172,172,39.3
buffers and inverters,126,234,4.43
xor gates and xnor gates,125,125,9.75
[per-stage QoR]
step	instance area [µm²]	setup WS (ps)
6_report	13600	3520
4_1_cts	13600	3530
2_1_floorplan	11200	3820
5_1_grt	13600	3220
3_5_place_dp	13000	3060
3_3_place_gp	13000	3090
[sequential cells by signal, summed over array words and instances (netlist names)]
register	count
divisor	32
divend	65
div_ready_out	1
div_cnt	6
div_state	4
div_res_out	64
[where the power goes]
part / leakage, nW / switching [mW] / internal [mW] / total (mW)
clock network: 0.293 / 0.375 / 0.440 / 0.815
registers: 1.50 / 0.0210 / 0.935 / 0.956
logic: 2.86 / 0.153 / 0.119 / 0.272
total: 4.66 / 0.549 / 1.49 / 2.04
[how the worst max path moves through the flow]
stage	startpoint	end	slack (ps)	cells after the start
finish	div_in[0]	div_cnt[2]	3520	11
global route	div_in[0]	div_cnt[2]	3220	11
CTS	div_in[0]	div_cnt[2]	3530	11
[worst min-delay path, stage by stage, from the launching register on]
cell and delay (ps):
dfxtp_1 330, nand2_1 50, o21ai_0 60
[area by class of cell]
cell class	instances	area, µm²	area share [%]
Sequential cell	172	4420	32.5
Timing Repair Buffer	145	1420	10.4
Inverter	57	214	1.58
Multi-Input combinational cell	967	6360	46.8
Tap cell	468	586	4.31
Clock buffer	20	489	3.60
Clock inverter	12	98.8	0.728
[per-layer routing]
layer / vias to the layer above / GRT usage, %
li1: 4815 / -
met2: 241 / 26.7
met4: 0 / 2.45
met3: 29 / 3.33
met5: - / 0
met1: 4568 / 24.9
[placed cells by master, fill, tap and decap left out, types with 18 or more instances in the layout]
cell type and count:
dfxtp_1 74, a22oi_1 73, o21ai_0 74, nor4_1 18, a21oi_1 73, clkbuf_16 19, inv_1 55, nand2_1 101
nor3_1 32, xor2_1 64, xnor2_1 61, nor2_1 85, o22ai_1 34, clkdlybuf4s50_1 132, nor2b_1 76, edfxtp_1 97
mux2i_1 28, nand3_1 18, ha_1 37
Power is estimated from default activity; no workload was simulated.
